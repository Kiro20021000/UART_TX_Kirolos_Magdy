[./design.v]
module FSM_U (
  input CLK,
  input RST,
  input Data_valid,
  input ser_done,
  input par_en,
  output reg ser_en,
  output reg busy,
  output reg [1:0] mux_sel
  );
  localparam  [2:0] 
                   IDLE = 3'b000 ,
                   START = 3'b001,
                   DATA = 3'b010,
                   PARITY = 3'b011,
                   STOP = 3'b100;
  reg [2:0] current_state,next_state;
  reg busy_comp;
  always @(posedge CLK or negedge RST)
    begin
      if(!RST)
        current_state <= IDLE;
    else
      current_state <= next_state;
    end
  always @(*)
    begin
      mux_sel = 2'b01;
      busy_comp = 1'b0; 
      case (current_state)
        IDLE : begin
                  if(Data_valid)
                    begin
                      next_state = START;
                      mux_sel = 2'b00;
                      busy_comp = 1'b1;
                    end
                  else
					begin
						next_state = IDLE;
						busy_comp = 1'b0;
					end
              end
        START : begin
                      next_state = DATA;
                      mux_sel = 2'b00; 
                      busy_comp = 1'b1; 
                      ser_en = 1'b1;      
                 end
        DATA : begin
                if(ser_done && par_en)
                  begin
                         next_state = PARITY;
                         mux_sel = 2'b11; 
                         busy_comp = 1'b1;
                       end          
                     else if (ser_done && !par_en)
                      begin
                       next_state = STOP;
                       mux_sel = 2'b01;
                       busy_comp = 1'b1;
                      end
                    else
					  begin
                      next_state =  DATA;
                      mux_sel = 2'b10;
                      busy_comp = 1'b1;
					  end
                    end
        PARITY : begin
                   next_state = STOP;
                   mux_sel = 2'b01;
                   busy_comp = 1'b1;
                 end
        STOP : begin
                   mux_sel = 2'b01;
                   next_state = IDLE;
                   busy_comp = 1'b1;
                 end
        default : begin
                    next_state = IDLE;
                    busy_comp = 1'b0;
                  end
                endcase
    end
  always@(posedge CLK or negedge RST )
		begin
			if(!RST)
				begin
				busy	<=	1'b0;
				end
			else
				busy	<=	busy_comp;
		end
endmodule
[./run.sh]
#!/bin/bash
# OpenROAD 26Q1-2900-gdf79404cd8, Yosys 0.63+post, stock flow scripts
make -C /OpenROAD-flow-scripts/flow DESIGN_CONFIG=/design/flow/config.mk WORK_HOME=/design/flow/orfs finish
[./config.mk]
export PLATFORM = sky130hd
export DESIGN_NAME = FSM_U
export DESIGN_NICKNAME = FSM_U
export VERILOG_FILES = /design/flow/design.v
export SDC_FILE = /design/flow/constraint.sdc
export NUM_CORES = 4
export LEC_CHECK = 1
export CORE_AREA = 10 10 70 70
export DIE_AREA = 0 0 80 80
[./constraint.sdc]
current_design FSM_U

set clk_period 1.3
set clk_io_pct 0.2

create_clock -name clk0 -period $clk_period [get_ports {CLK}]

set non_clock_inputs [all_inputs -no_clocks]
set_input_delay [expr $clk_period * $clk_io_pct] -clock clk0 $non_clock_inputs
set_output_delay [expr $clk_period * $clk_io_pct] -clock clk0 [all_outputs]
==> run summary <==
Post-Synthesis Cells -> 21
total congestion overflow -> 0
biggest area cells -> dfrtp_1 51%, dfstp_2 11%, nand2b_1 7.6%
hold slack final -> 0.244 ns
global route hottest layer -> met1
first-pass GRT wire length -> 1.22 mm
met1 usage -> 3.03%
startpoint types -> flop
antenna violations before repair -> 0
design area -> 473 um2
largest net degree at the start of global routing -> 7
Unique cell types -> 14
Die Y -> 80 um
# fillers -> 395
Tot GR Track Use -> 2.49%
Area Growth Syn to Fin -> 90.9%
CTS tree -> done
CP Class -> flop to output pin
Post-Route WL -> 739 um
power share of the sequential group -> 46.6%
ant diodes -> 0
die x size -> 80 um
met2 Use GR -> 2.97%
initial core utilization -> 7.25%
area post-placement -> 420 um2
Top cell area share -> 50.5%
Cell Area, Synth -> 248 um2
combinational share of power -> 5.8%
outcome -> complete, but fails checks
post-DR wirelength/cell -> 8.69 um
Req. time, crit path -> 1.04 ns
Post-DP HPWL -> 538 um
Site Rows -> 21
via count -> 213
CTS max path bufs -> 2
DRT Pass-1 Iters -> 2
YS chip area -> 248 um2
Final GP Congestion -> 0.674
Synth Area per Inst -> 11.8 um2
Synth warnings -> 1
Root Buffer Master -> clkbuf_4
peak supply drop -> 0.000260 V
Top FF cell, synth -> dfrtp_1
ys flops -> 6
final total power -> 0.000402 W
clk slew on worst S/H paths -> 0.05 ns
Post-synth seq share -> 61.1%
final worst-path cycle share -> 104%
clock sink total -> 6
I/O Pins -> 9
post-route ant nets -> 0
async set-reset flop share out of synthesis -> 100%
LEAKAGE -> 0.250 nW
Cell Pwr Density -> 850 nW/um2
PortBufs -> 7
EDFF count, synth -> 0
CTS buffer count -> 3
Vias/cell -> 2.51
DRC viols -> 0
DR iter-0 viols -> 17
clock network fraction of total power -> 47.6%
switching share of power -> 21.2%
Final Hold Vio Count -> 0
Worst Hold Class -> input pin to asynchronous set/reset pin
core area -> 3420 um2
FMAX -> 740 MHz
number of max-cap violations -> 0
Worst Setup End Kind -> output pin
final clock skew -> 0.00369 ns
Post-synth top cells -> 5 x dfrtp_1, 3 x nand2b_1, 2 x inv_1
count leader, synth -> dfrtp_1
min Tclk post-route -> 1.35 ns
M3 GR Usage -> 2.73%
final setup violation count -> 2
H-tree depth -> 1
Worst EP arrival -> 1.09 ns
Crit Path Max Fanout -> 3
cells in synth_stat.txt -> 21
Slew Limit Fails -> 0
final worst setup slack -> -0.0512 ns
failing checks -> setup timing
fraction of final layout cells sized beyond drive strength 1 -> 51.3%
Sum Neg Setup Slack -> -0.0627 ns
RSZ-0062 raised after global routing -> true
vias in the first global route -> 269
tool warnings -> 27
Die Area -> 6400 um2
Pint -> 0.000317 W
cell type with the largest total area -> dfrtp_1
DP Worst Slack -> -0.455 ns
Clock Latency Late Sink -> 0.25 ns
sw power -> 0.0000851 W
-- worst max-delay path, stage by stage (launching register included) --
cell and delay [ns]:
dfrtp_1 0.40, buf_6 0.14, nand2_4 0.07, o311ai_2 0.10, buf_2 0.13
-- layout make-up --
type | instances | area (um2) | area share [%]
clock buffers | 4 | 26.3 | 5.56
repair buffers | 15 | 123 | 25.9
well taps | 46 | 57.6 | 12.2
multi-input cells | 12 | 108 | 22.8
inverters | 2 | 7.51 | 1.59
flip-flops and latches | 6 | 151 | 32.0
-- power by group through the flow --
stage	sequential (W)	clock (W)	combinational [W]
after CTS	0.000187	0.000191	0.0000230
after global routing	0.000187	0.000227	0.0000258
final	0.000187	0.000191	0.0000233
-- through the flow --
stage | util [%] | cells
after floorplan | - | 21
after global placement | 12.3 | 80
after detailed placement | 12.3 | 80
after CTS | 13.7 | 85
after global routing | 13.8 | 85
final | 13.8 | 85
-- worst paths after layout --
| check | start | to | slack (ns) | cells after the start |
|---|---|---|---|---|
| min reg2reg | current_state[1] | current_state[0] | 0.49 | 1 |
| max reg2reg | current_state[2] | busy | 0.14 | 4 |
| max | current_state[2] | mux_sel[0] | -0.05 | 4 |
| max in group asynchronous | RST | current_state[0] | 0.79 | 1 |
| min | RST | current_state[2] | 0.24 | 1 |
| min in group clk0 | Data_valid | current_state[3] | 0.43 | 2 |
-- kinds of logic (layout without fill, tap and decap cells) --
logic type	Yosys count	count (layout)	synth area share (%)
simple gates	7	7	18.2
flops	6	6	61.1
compound gates	4	4	13.1
buf+inv	3	21	6.06
other cells	1	1	1.51
-- metal layers --
layer / vias up / wire [um] / share of wire (%)
met2: 12 / 262 / 35
met4: 0 / 0 / 0
met5: - / 0 / 0
met3: 0 / 127 / 17
met1: 100 / 350 / 47
li1: 101 / - / -
-- placed cells by master, fill, tap and decap left out, drive strengths merged --
master / netlist / routed
clkbuf: 0 / 4
o21bai: 1 / 1
conb: 1 / 1
and2: 1 / 1
dfstp: 1 / 1
a21o: 1 / 1
dfrtp: 5 / 5
nand2b: 3 / 3
nand2: 1 / 1
nor4: 1 / 1
inv: 2 / 2
nor2: 1 / 1
clkdlybuf4s50: 0 / 1
dlygate4sd2: 0 / 3
o311ai: 1 / 1
a21boi: 1 / 1
buf: 1 / 10
dlymetal6s2s: 0 / 1
-- registers in the layout, summed over array words and instances (netlist names) --
name and cells:
current_state 5, busy 1
-- timing repair --
item,CTS,global route
buffers inserted,1,0
hold buffers,0,0
resized,15,2
setup endpoints to repair,2,3
pin swaps,1,0
Power figures rest on the tool's default switching activity, not on a simulated workload.
