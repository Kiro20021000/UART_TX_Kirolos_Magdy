`design/flow/design.v`:
```
module Serializer (
  input CLK,
  input RST,
  input [7:0] P_data,
  input ser_en,
  input Data_valid,
  output reg ser_done,
  output reg ser_data
  );
  reg [7:0] temp_data;
  reg [3:0] counter;
  wire done_signal;
  assign done_signal = (counter == 4'd8);
  always @ (posedge CLK or negedge RST)
    begin
      ser_data <=1'b0;
      ser_done <= 1'b0;
      counter <= 4'b0;
      if(!RST)
        begin
          ser_data <= 1'b0;
          ser_done <= 1'b0;
          counter <= 4'b0;
        end
		else if (Data_valid)
		temp_data <= P_data;
      else if (ser_en )
        begin
          if(!done_signal)
            begin
              {temp_data[6:0],ser_data} <= temp_data;
              counter <= counter + 4'b1;
            end
          else if(done_signal)
            begin
              ser_done <= 1'b1;
            end
        end
    end
endmodule
```
`design/flow/config.mk`:
```
export PLATFORM = sky130hd
export DESIGN_NAME = Serializer
export DESIGN_NICKNAME = Serializer
export VERILOG_FILES = /design/flow/design.v
export SDC_FILE = /design/flow/constraint.sdc
export NUM_CORES = 4
export LEC_CHECK = 1
export CORE_AREA = 10 10 76 76
export DIE_AREA = 0 0 86 86
```
`design/flow/run.sh`:
```
#!/bin/bash
# OpenROAD 26Q1-2900-gdf79404cd8, Yosys 0.63+post, stock flow scripts
make -C /OpenROAD-flow-scripts/flow DESIGN_CONFIG=/design/flow/config.mk WORK_HOME=/design/flow/orfs finish
```
`design/flow/constraint.sdc`:
```
current_design Serializer

set clk_period 2.4
set clk_io_pct 0.2

create_clock -name clk0 -period $clk_period [get_ports {CLK}]

set non_clock_inputs [all_inputs -no_clocks]
set_input_delay [expr $clk_period * $clk_io_pct] -clock clk0 $non_clock_inputs
set_output_delay [expr $clk_period * $clk_io_pct] -clock clk0 [all_outputs]
```
==> impl_metrics.py <==
# Metrics from the implementation run
metrics = {
    "setup_path": {
        "required_ns": 2.32,
        "path_buffers": 1,
        "worst_path_max_delay_cell": "clkdlybuf4s50_1",
        "cp_num_cells": 3,
        "crit_type": "input port to flip-flop",
        "critPathLaunchType": "input port",
        "cp_cell_sequence": "clkdlybuf4s50_1, and2_1, a31o_1",
        "cp_max_fo": 8,
        "crit_arrival_ns": 1.63,
        "r2r_cells": 4,
        "max_stage_delay_ns": 0.65,
        "cp_top_family": "buffers and inverters",
        "worst_setup_path_end_kind": "flip-flop",
    },
    "clock_network": {
        "insertion_delay_ns": 0.24,
        "cts_buffers": 3,
        "htree_levels": 1,
        "post_cts_buffers": 0,
        "clock_sink_count": 14,
        "cts_tree": "built",
        "cts_hold_buf": 0,
        "clk_path_buf_depth": 2,
        "clk_pin_slew_ns": 0.06,
        "cts_root_buf": "clkbuf_8",
        "cts.repair.resized": 0,
    },
    "final_timing": {
        "min_period_over_period": 0.711,
        "finalMaxSlewViolations": 0,
        "final-setup-viol-count": 0,
        "tns_ns": 0,
        "max_clock_freq_ghz": 0.586,
        "fin_crit_ns": 1.71,
        "slew_headroom": 0.789,
        "fin_worst_skew_ns": 0.00733,
        "rsz0062_at_grt": "no",
        "tightest_slew_ns": 0.315,
        "hold_viol": 0,
    },
    "global_route": {
        "grt_max_degree": 9,
        "grt_pass1_wl_um": 1820,
        "globalRoute.totalOverflow": 0,
        "antenna_found_initial": 0,
        "grt_use_total": 0.0306,
        "first_global_vias": 407,
    },
    "pwr": {
        "max-vdd-ir-drop_uv": 216,
        "p_leak_nw": 0.366,
        "finalPower_mw": 0.525,
        "power_density_mw_per_mm2": 593,
    },
    "route": {
        "num_vias": 359,
        "routed_wl_um": 1110,
        "via_per_inst": 3.36,
        "dr.pass1.iters": 2,
        "drcViolationCount": 0,
        "initialDrtViolationCount": 7,
        "antenna_left": 0,
        "wire_per_inst_um": 10.4,
        "n_antenna_cell": 0,
    },
    "yosys": {
        "synth.distinct_cells": 15,
        "synth_chip_area_um2": 652,
        "syn_inst": 40,
        "yosys_warnings": 1,
        "synth_seq_share": 0.599,
        "synth_flops": 14,
        "ys_cells": 40,
        "synth.avg_cell_area_um2": 16.3,
        "netlist_area_um2": 652,
    },
    "hold_path": {
        "hold_path_depth": 1,
        "hold_path.class": "flip-flop to flip-flop",
    },
    "floorplan": {
        "rows": 23,
        "die_h_um": 86,
        "design.core.area_mm2": 0.00412,
        "chipArea_mm2": 0.00740,
        "io_pins": 14,
        "initCoreUtil": 0.158,
        "die_width_um": 86,
    },
    "final_layout": {
        "final_area_um2": 886,
        "utilization": 0.215,
        "drive_above_1_share": 0.228,
        "comb_area_um2": 239,
        "fillers": 426,
        "register_area_um2": 390,
        "syn_to_final_growth_pct": 35.9,
    },
    "placement": {
        "portBuffers": 13,
        "gp_congestion": 0.689,
        "placed_area_um2": 841,
    },
    "job": {
        "cap_viol_max_count": 0,
        "warnings": 26,
    },
    "outcome": {
        "status": "finished clean",
    },
}
-- sequential cells by signal (all words and copies together) (netlist names) --
signal / flops
ser_data: 1
ser_done: 1
temp_data: 8
counter: 4
-- cell type report --
type	count	area share
tap	50	0.0706
sequential	14	0.441
clock inverter	1	0.00424
inverter	3	0.0127
multi-input combinational	22	0.270
clock buffer	3	0.0466
timing repair buffer	14	0.155
-- power breakdown --
| part | switching (mW) | total [mW] | internal, mW |
|---|---|---|---|
| sequential | 0.00466 | 0.276 | 0.272 |
| combinational | 0.0198 | 0.0585 | 0.0387 |
| clock | 0.0773 | 0.190 | 0.113 |
| total | 0.102 | 0.525 | 0.423 |
-- metal layers --
metal | vias up | GRT usage | wire length [um]
met4 | 0 | 0.00898 | 31
met2 | 11 | 0.0453 | 475
met3 | 5 | 0.0153 | 96
met5 | - | 0 | 0
met1 | 169 | 0.0383 | 508
li1 | 174 | - | -
-- placed cells by master, fill, tap and decap left out --
master	n
and3b_1	1
clkbuf_8	3
nor2_1	4
edfxtp_1	8
a31o_1	1
ha_1	2
inv_1	3
xor2_1	1
nand3_1	1
mux2_4	7
nor3b_1	1
clkdlybuf4s50_1	13
clkinv_1	1
and2_1	1
nand3b_4	2
buf_4	1
xnor2_1	1
dfrtp_1	6
-- through the flow --
step,hold slack (ns),setup WS [ns],std cells
floorplan,0.184,1.08,40
global placement,0.469,0.453,103
detailed placement,0.477,0.430,103
CTS,0.492,0.680,107
global route,0.506,0.632,107
finish,0.487,0.694,107
-- cells by family (layout without fill, tap and decap cells) --
group,after synthesis,count (layout),share of synthesized area
buffers and inverters,4,21,0.0345
xor gates and xnor gates,2,2,0.0269
DFF,14,14,0.599
AOI/OAI and AO/OA,1,1,0.0134
and+or+nand+nor,10,10,0.127
muxes,7,7,0.161
adders and majority gates,2,2,0.0384
-- path summary, 6_finish.rpt --
path | startpoint | slack, ns | end
setup / recovery | RST | 0.69 | temp_data[2]
hold / removal | counter[0] | 0.49 | counter[0]
setup reg to reg | counter[0] | 0.99 | temp_data[2]
hold reg to reg | counter[0] | 0.49 | counter[0]
max in group asynchronous | RST | 1.67 | ser_data
min in group asynchronous | RST | 0.50 | counter[0]
-- cell usage after synthesis (all sizes together) --
master	number	area, um2
and3b	1	8.76
buf	1	11.3
a31o	1	8.76
ha	2	25.0
nor3b	1	7.51
inv	3	11.3
nor2	4	15.0
edfxtp	8	240
xor2	1	8.76
mux2	7	105
xnor2	1	8.76
and2	1	6.26
dfrtp	6	150
nand3	1	5.00
nand3b	2	40.0
Power figures rest on the tool's default switching activity, not on a simulated workload.
